`/design/flow/run.sh`:
```
#!/bin/bash
# OpenROAD 26Q1-2900-gdf79404cd8, Yosys 0.63+post, stock flow scripts
make -C /OpenROAD-flow-scripts/flow DESIGN_CONFIG=/design/flow/config.mk WORK_HOME=/design/flow/orfs finish
```
`/design/flow/config.mk`:
```
export PLATFORM = sky130hd
export DESIGN_NAME = pe_shift
export DESIGN_NICKNAME = pe_shift
export VERILOG_FILES = /design/flow/design.v
export SDC_FILE = /design/flow/constraint.sdc
export NUM_CORES = 4
export LEC_CHECK = 1
export CORE_AREA = 10 10 113 113
export DIE_AREA = 0 0 123 123
```
`/design/flow/constraint.sdc`:
```
current_design pe_shift

set clk_period 1.0
set clk_io_pct 0.2

create_clock -name clk0 -period $clk_period [get_ports {clk}]

set non_clock_inputs [all_inputs -no_clocks]
set_input_delay [expr $clk_period * $clk_io_pct] -clock clk0 $non_clock_inputs
set_output_delay [expr $clk_period * $clk_io_pct] -clock clk0 [all_outputs]
```
`/design/flow/design.v`:
```
module gen_nw_top # (
	parameter arm_data_width = 48,
	parameter num_leaves= 16,
	parameter payload_sz= 43,  
	parameter p_sz= 48,  
	parameter addr= 0,
	parameter level= 0
	)(
	input clk,
	input [arm_data_width-1:0] data_in,
	output reg [arm_data_width-1:0] data_out,
	input start,
	input reset
);
	wire [p_sz*16-1:0] pe_interface;
	wire [p_sz*16-1:0] interface_pe;
	wire [16-1:0] resend;
	wire [p_sz-1:0] data_out_wire;
	always@(*)begin
		data_out = 0;
		if(data_out_wire[p_sz-1])
			data_out[p_sz-2:0] = data_out_wire[p_sz-2:0];
	end
	pe_start #(
		.num_leaves(num_leaves),
		.payload_sz(payload_sz),
		.p_sz(p_sz)
		)pe_0(
		.clk(clk),
		.reset(reset),
		.pe_interface(pe_interface[p_sz-1:0]),
		.interface_pe(interface_pe[p_sz-1:0]),
		.resend(resend[0]),
		.start(start),
		.data_in(data_in),
		.data_out(data_out_wire)
		);
	genvar i;
	generate
	for (i= 1; i < num_leaves; i= i + 1) begin
		pe_shift #(
		.num_leaves(num_leaves),
		.payload_sz(payload_sz),
		.p_sz(p_sz)
		)pe_1(
		.clk(clk),
		.reset(reset),
		.pe_interface(pe_interface[i*p_sz+:p_sz]),
		.interface_pe(interface_pe[i*p_sz+:p_sz]),
		.resend(resend[i])
		);
	end
	endgenerate
	gen_nw #(
		.num_leaves(num_leaves),
		.payload_sz(payload_sz),
		.p_sz(p_sz),
		.addr(1'b0),
		.level(0)
	)gen_nw_1(
		.clk(clk),
		.reset(reset),
		.pe_interface(pe_interface),
		.interface_pe(interface_pe),
		.resend(resend)
	);
endmodule
module pe_shift # (
	parameter num_leaves= 16,
	parameter payload_sz= 43,
	parameter p_sz= 1 + $clog2(num_leaves) + payload_sz  
	)(
	input clk,
	input reset,
	output reg [p_sz-1:0] pe_interface,
	input [p_sz-1:0]interface_pe,
	input resend
);
	always@(posedge clk or posedge reset) begin
		if(reset) begin
			pe_interface <= 0;
		end else begin
				if (resend) begin
					pe_interface <= 0;
				end else begin   
					pe_interface[31:0] <= interface_pe[31:0] + 1;  
					pe_interface[p_sz-2-$clog2(num_leaves):p_sz-1-2*$clog2(num_leaves)] <= interface_pe[p_sz-2-$clog2(num_leaves):p_sz-1-2*$clog2(num_leaves)];  
					pe_interface[p_sz-2:p_sz-1-$clog2(num_leaves)] <= interface_pe[p_sz-2:p_sz-1-$clog2(num_leaves)] + 1;  
					pe_interface[p_sz-1] <= interface_pe[p_sz-1];  
				end
			end
		end
endmodule
module pe_start # (
	parameter num_leaves= 16,
	parameter payload_sz= 43,
	parameter p_sz= 1 + $clog2(num_leaves) + payload_sz
	)(
	input clk,
	input reset,
	output reg [p_sz-1:0] pe_interface,
	input [p_sz-1:0]interface_pe,
	input resend,
	input start,
	input [p_sz-1:0] data_in,
	output reg [p_sz-1:0] data_out
);
	reg start_1, start_2;
	always@(posedge clk or posedge reset) begin
		if(reset) begin
			start_1 <= 0;
			start_2 <= 0;
			pe_interface <= 0;
		end else begin
			{start_2, start_1} <= {start_1, start};
			pe_interface[p_sz-1] <= start_2 ^ start_1;
			pe_interface[p_sz-2:0] <= data_in[p_sz-2:0];
		end
	end
	always@(posedge clk or posedge reset) begin
		if(reset) begin
			data_out <= 0;
		end else begin
			if(interface_pe[p_sz-1]) data_out <= interface_pe;
		end
	end 
endmodule
```
==> metrics.cfg <==
[power_and_ir_drop]
powerDensity_mw_per_mm2=954
ir_drop_uv=510
power_mw=3.67
p_leak_nw=1.78

[die]
floorplan.core_util=0.197
row_count=37
chipArea_mm2=0.0151
die_w_um=123
die_h_um=123
core_region_area_mm2=0.0103
io_pins=99

[worst_hold_path]
hp-class=primary input to flip-flop
whs_path_depth=3

[final_layout]
top_regs=pe_interface x41
drive_above_1_share=0.541
fin_util=0.372
top_register=pe_interface
nFillCells=1005
syn_to_final_growth_pct=88.8
largest_reg_flops=41

[sta]
setup_tns_ns=-5.25
drv_slew=0
setup_viol=20
hold_violations=0
fin_ws_ns=-0.506
clock.fmax_ghz=0.664
finalCriticalPeriod_ns=1.51
rsz0062_at_grt=yes
whs_ns=0.147
finalCritPeriodShare=1.51

[drt]
first_pass_iters=4
avgViaCountPerCell=4.18
drt.antenna.violating_nets=0
drc=0
drt-total-wl_um=7240
vias=2099
wl_per_cell_um=14.4
drt_iter0_markers=63
diodes=0

[yosys]
ff_type=dfrtp_1
synth.distinct_cells=35
synth-edff-count=0
avgSynthCellArea_um2=9.98
ys_area_mm2=0.00204
ys.flops=41
synthArstFlopShare=1.00
syn-cell-area_mm2=0.00204
synthCells=204
ys_seq_frac=0.504
ys_warn_count=1
yosys-stat-cells=204

[global_routing]
grtUsageTotal=0.0908
grt_max_degree=22
grt_overflow=0
first_global_vias=2089
grt_pass1_wl_um=11000
grt_antenna_before_repair=0

[critical_path]
endpoint_kind=flip-flop
crit_fanout=4
crit_type=primary input to flip-flop
critPathArrivalTime_ns=1.73
critPathLaunchType=primary input
crit_required_ns=1.22

[place]
dp.final_hpwl_um=5470
gp_routability_congestion=0.809
port_buffers=84
pre_cts_slack_ns=-1.37

[job]
tool_warnings=35
max_cap_viol_count=0

[clocking]
path_clk_slew_ns=0.08
cts.path.max_buffers=2
clockRootBuffer=clkbuf_8
numCtsBuffers=5
cts_tree=done
htreeDepth=2
clock_sinks=41

[status]
violations=negative setup slack
status=finished, violations left

==> cell usage in the layout (no fill, tap or decap), types with 3 or more instances in the layout <==
cell type | netlist | routed
a21oi_2 | 0 | 12
buf_12 | 0 | 4
buf_2 | 0 | 45
buf_4 | 7 | 55
buf_6 | 2 | 31
buf_8 | 0 | 4
clkbuf_8 | 0 | 5
clkdlybuf4s15_1 | 0 | 6
clkdlybuf4s50_1 | 0 | 15
conb_1 | 1 | 7
dfrtp_1 | 41 | 41
nand2_1 | 14 | 13
nand3_1 | 8 | 6
nand4_1 | 10 | 10
nor2_1 | 21 | 21
nor2b_1 | 9 | 9
o21ai_0 | 6 | 6
o31ai_1 | 7 | 3
o31ai_2 | 0 | 3
or3_4 | 0 | 5
or4_4 | 1 | 8
xnor2_1 | 6 | 5
xor2_1 | 9 | 9
==> critical path, stage by stage <==
cell     delay [ns]
buf_6          0.07
nand4_1        0.18
or4_4          0.57
buf_6          0.14
or4_4          0.41
a21oi_2        0.14
==> metal layers <==
metal  global-route usage  vias up  share of wire  routed length (µm)
met4              0.00873        0          0.012                  86
met2                0.141       74           0.44                3210
met3               0.0347        5           0.10                 727
met5                    0        -              0                   0
li1                     -     1044              -                   -
met1                0.124      976           0.44                3220
==> metrics by stage <==
| step | instances | cell area [µm²] |
|---|---|---|
| 3_5_place_dp | 477 | 3570 |
| 3_3_place_gp | 477 | 3570 |
| 5_1_grt | 502 | 3840 |
| 2_1_floorplan | 210 | 2170 |
| 6_report | 502 | 3840 |
| 4_1_cts | 492 | 3590 |
==> cell type report <==
cell class,instances,area [µm²],share of cell area
clock buffers,5,68.8,0.0179
clock inverters,3,17.5,0.00456
inverters,3,15.0,0.00391
multi-input cells,151,1190,0.309
flip-flops and latches,41,1030,0.267
well taps,136,170,0.0443
repair buffers,163,1360,0.354
==> path summary, 6_finish.rpt <==
kind | to | slack, ns | start
max in group asynchronous | pe_interface[0]$_DFF_PP0_ | 0.53 | reset
min | pe_interface[0]$_DFF_PP0_ | 0.15 | interface_pe[0]
min in group asynchronous | pe_interface[46]$_DFF_PP0_ | 0.32 | reset
max | pe_interface[28]$_DFF_PP0_ | -0.51 | interface_pe[14]
==> synthesized netlist by cell type, drive strengths merged (5+ instances only) <==
cell type / number / area share
dfrtp: 41 / 0.50
o31ai: 7 / 0.026
buf: 9 / 0.037
nand4: 11 / 0.037
o21ai: 6 / 0.015
a21oi: 14 / 0.034
and4: 5 / 0.023
nor2b: 9 / 0.028
xnor2: 6 / 0.026
or3: 7 / 0.023
nor2: 21 / 0.039
nand2: 14 / 0.026
xor2: 9 / 0.039
clkbuf: 7 / 0.014
nand3: 8 / 0.020
or4: 8 / 0.031
==> power by group <==
group / switching [mW] / internal [mW] / total (mW) / leakage (nW)
Clock: 0.584 / 0.482 / 1.07 / 0.0439
Combinational: 0.347 / 0.485 / 0.832 / 1.21
Sequential: 0.0212 / 1.75 / 1.77 / 0.528
Total: 0.953 / 2.71 / 3.67 / 1.78
==> cell families (layout without fill, tap and decap cells) <==
kind of cell / Yosys count / in the layout / synth area share
multiplexers: 2 / 2 / 0.0111
AND-OR/OR-AND: 30 / 30 / 0.0885
AND/OR/NAND/NOR: 94 / 95 / 0.262
adder cells (fa/ha/maj): 2 / 2 / 0.0123
flip-flops: 41 / 41 / 0.504
buffers and inverters: 19 / 174 / 0.0559
XOR/XNOR: 15 / 15 / 0.0645
other: 1 / 7 / 0.00184
==> timing repair <==
item                       in CTS  in global routing
setup endpoints to repair      70                 49
gates cloned                    1                  0
hold endpoints to repair        0                  0
resized                       252                 54
buffers inserted                6                 10
pin swaps                      28                 21
hold buffers                    0                  0
Power is estimated from default activity; no workload was simulated.
