--- design.v ---
module SynFIFO (
	clk,
	rst_n,
	rdata, 
	wfull, 
	rempty, 
	wdata,
	winc, 
	rinc
	);
parameter DSIZE = 8;
parameter ASIZE = 2;
parameter MEMDEPTH = 1<<ASIZE;
output [DSIZE-1:0] rdata;
output wfull;
output rempty;
input [DSIZE-1:0] wdata;
input winc, rinc, clk, rst_n;
reg [ASIZE:0] wptr;
reg [ASIZE:0] rptr;
reg [DSIZE-1:0] ex_mem [0:MEMDEPTH-1];
wire wfull_r;
wire [ASIZE:0] wptr_1;
always @(posedge clk or negedge rst_n)
	if (!rst_n) wptr <= 0;
	else if (winc && !wfull_r) begin
		ex_mem[wptr[ASIZE-1:0]] <= wdata;
		wptr <= wptr+1;
	end
always @(posedge clk or negedge rst_n)
	if (!rst_n) rptr <= 0;
	else if (rinc && !rempty) rptr <= rptr+1;
assign wptr_1 = wptr + 1;	
assign rdata = ex_mem[rptr[ASIZE-1:0]];
assign rempty = (rptr == wptr);
assign wfull = ((wptr_1[ASIZE-1:0] == rptr[ASIZE-1:0]) && (wptr_1[ASIZE] != rptr[ASIZE]) && winc) || wfull_r;
assign wfull_r = (wptr[ASIZE-1:0] == rptr[ASIZE-1:0]) && (wptr[ASIZE] != rptr[ASIZE]);
endmodule
--- run.sh ---
#!/bin/bash
# OpenROAD 26Q1-2900-gdf79404cd8, Yosys 0.63+post, stock flow scripts
make -C /OpenROAD-flow-scripts/flow DESIGN_CONFIG=/design/flow/config.mk WORK_HOME=/design/flow/orfs finish
--- config.mk ---
export PLATFORM = sky130hd
export DESIGN_NAME = SynFIFO
export DESIGN_NICKNAME = SynFIFO
export VERILOG_FILES = /design/flow/design.v
export SDC_FILE = /design/flow/constraint.sdc
export NUM_CORES = 4
export LEC_CHECK = 1
export CORE_UTILIZATION = 30
--- constraint.sdc ---
current_design SynFIFO

set clk_period 3.4
set clk_io_pct 0.2

create_clock -name clk0 -period $clk_period [get_ports {clk}]

set non_clock_inputs [all_inputs -no_clocks]
set_input_delay [expr $clk_period * $clk_io_pct] -clock clk0 $non_clock_inputs
set_output_delay [expr $clk_period * $clk_io_pct] -clock clk0 [all_outputs]
==> reports/metrics.yaml <==
antenna_cells: 0
fp.dieH_um: 77.5
yosysTopAreaCellShare_pct: 56.3
crit_chain: "clkdlybuf4s50_1, inv_1, o41ai_2, clkdlybuf4s50_1"
clk_latency_ps: 280
netlist_area_um2: 1710
drc: 0
cp_slowest_cell: "clkdlybuf4s50_1"
pre_cts_ws_ps: 549
startpoint_type: "primary input"
ys_ff: 38
hold_viol: 0
warning_count: 31
via_per_inst: 4.69
arrival_ps: 2190
fin_ws_ps: 534
power_switching_mw: 0.584
place_inst: 201
ant_nets: 0
wl_per_cell_um: 13.8
swShare_pct: 34.0
yosys.area.top_type: "edfxtp_1"
areaGrowthSynthToFinish_pct: 22.1
sequentialPowerShare_pct: 39.0
ys_seq_share_pct: 65.1
grt_max_degree: 13
async_reset_ff_share_pct: 15.8
crit_required_ps: 2720
grt_first_pass_wirelength_um: 4750
slowest_delay_ps: 580
crit_buf_inv: 3
area_leaders: "edfxtp_1, dfrtp_1, ha_1"
clkSinkCount: 38
skew_ps: 3.69
total_leakage_power_nw: 0.766
htreeDepth: 2
power.density_nw_per_um2: 824
first_global_vias: 1020
grt.overflow.total: 0
slew-limit-headroom_pct: 62.5
reg2reg_depth: 3
drive_gt1_share_pct: 9.49
drv_slew: 0
startpoint: "winc"
io_pins: 22
drt_iter0_drc: 50
grt_use_total_pct: 11.0
synthCells: 111
ys_types: 23
clkTransAtPathRegs_ps: 70
p_int_mw: 1.13
clk_root_buffer_cell: "clkbuf_8"
core_um2: 5510
rsz0062_at_grt: "false"
synthFlopType: "edfxtp_1"
power_mw: 1.72
hold_buffers: 0
crit_path_frequent_cell: "clkdlybuf4s50_1"
die-area_um2: 6000
die_w_um: 77.5
hold_path_class: "reg2reg"
status: "completed"
dr.pass1.iters: 4
worstMarginPinSlew_ps: 562
cp_top_family: "buffers and inverters"
antenna_found_initial: 0
rows: 27
cts_resized: 0
worstSetupPathType: "in2out"
edf_count: 32
io_buffers: 21
worst-path-stages: 4
ys_top_cells_by_count: "edfxtp_1, inv_1, a222oi_1, ha_1, mux2i_1"
numCtsBuffers: 5
max_cap_violations: 0
top_cell: "edfxtp_1"
cts_tree: "yes"
endpoint: "wfull"
hpwl_um: 1910
gp_congestion: 0.870
max-clock-path-buffers: 2
yosys_area_um2: 1710
finalClockPeriodUsage_pct: 84.3
postCtsSetupRepairBufs: 0
fin_tns_setup_ps: 0
min_period_ps: 2870
ys_warn_count: 2
setup_viol: 0
r2r-start: "rptr[1]"
critical_path.max_fanout: 7
r2r_setup_slack_ps: 1410
comb_power_share_pct: 44.5
r2r-end: "ex_mem[0][6]"
ys_cells: 111
stdcell_count: 209
avgSynthCellArea_um2: 15.4
cp-end-kind: "output port"
routed_wl_um: 2890
peakVddDrop_uv: 460
num_vias: 980
clkPwrFrac_pct: 16.4
fp_util_pct: 31.0
max_freq_ghz: 0.349
-- worst reg2reg max path, delay by kind of cell, from the launching register on --
family / cells / cell delay [ps]
simple gates: 2 / 740
flops: 1 / 490
xor+xnor: 1 / 410
-- registers in the layout, indices dropped and copies added (netlist names) --
register / cells
ex_mem: 32
rptr: 3
wptr: 3
-- cells by family after synthesis --
group,synth area share (%)
DFF,65.1
muxes,5.35
buffers and inverters,3.96
AOI/OAI and AO/OA,10.2
and+or+nand+nor,3.08
xor gates and xnor gates,6.52
adders and majority gates,5.86
-- placed cells by master (no fill, tap or decap), types with 2 or more instances in the layout --
cell and instances:
inv_1 14, o311ai_1 2, ha_1 8, o31ai_1 3
and4_1 3, mux2i_1 8, xor2_2 2, clkbuf_8 5
clkdlybuf4s50_1 21, dfrtp_1 6, xor2_1 2, xnor2_1 7
edfxtp_1 32, a21oi_1 3, a222oi_1 8
-- worst min path at each step --
stage | from | endpoint | slack, ps | depth (start not counted)
CTS | wptr[2] | wptr[2] | 580 | 1
global route | rptr[2] | rptr[2] | 600 | 1
finish | rptr[2] | rptr[2] | 570 | 1
-- area by class of cell --
type / instances / area [um2]
Timing Repair Buffer: 22 / 218
Clock buffer: 5 / 68.8
Clock inverter: 3 / 16.3
Sequential cell: 38 / 1110
Tap cell: 72 / 90.1
Inverter: 14 / 52.6
Fill cell: 507 / 3420
Multi-Input combinational cell: 55 / 529
-- metrics by stage --
| stage | hold WS [ps] | area (um2) | util [%] |
|---|---|---|---|
| floorplan | 384 | 1710 | - |
| global placement | 550 | 2000 | 36.3 |
| detailed placement | 562 | 2000 | 36.3 |
| CTS | 576 | 2090 | 37.9 |
| global route | 595 | 2090 | 37.9 |
| finish | 569 | 2090 | 37.9 |
-- power by group through the flow --
stage / clock network [mW] / logic [mW] / registers (mW)
4_1_cts: 0.294 / 0.775 / 0.670
5_1_grt: 0.312 / 0.865 / 0.680
6_report: 0.283 / 0.765 / 0.671
-- metal layers --
layer / track usage, % / part of all wire, % / vias up / wire length, um
met4: 1.13 / 0.45 / 0 / 13
met2: 17.5 / 46 / 45 / 1320
li1: - / - / 476 / -
met1: 13.5 / 43 / 457 / 1250
met5: 0 / 0 / - / 0
met3: 6.81 / 11 / 2 / 304
Power and IR drop assume default switching activity.
